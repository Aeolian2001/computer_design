--- flow/config.mk ---
export PLATFORM = sky130hd
export DESIGN_NAME = bus
export DESIGN_NICKNAME = bus
export VERILOG_FILES = /design/flow/design.v
export SDC_FILE = /design/flow/constraint.sdc
export NUM_CORES = 4
export LEC_CHECK = 1
export CORE_AREA = 10 10 193 193
export DIE_AREA = 0 0 203 203
--- flow/design.v ---
`timescale 1ns / 1ps
module bus(
    input           clk,
    input           rst_n,
    input   [31:0]  dram_wdin,
    input           dram_we,
    input   [31:0]  dram_addr,
    output  [31:0]  bus_rdata,
    input wire [31:0] rdata_dram_i,
    input wire [31:0] rdata_switch_i,
    input wire [31:0] rdata_led_i,
    input wire [31:0] rdata_digtube_i,
    output wire [31:0] cal_res_dig,    
    output wire [31:0] cal_res_led,    
    output wire [31:0] wdata_switch,
    output wire [31:0] wdata_dram,
    output wire [31:0] dram_addr_tmp,
    output wire [31:0] addr_switch,
    output wire [31:0] addr_digtube,
    output wire [31:0] addr_led,
    output wire dram_ena,
    output wire digtube_ena,
    output wire led_ena,
    output wire switch_ena
);
    parameter SWITCH_ADDR = 32'hffff_f070;
    parameter DIGTUBE_ADDR = 32'hffff_f000;
    parameter LED_ADDR = 32'hffff_f060;
    assign dram_addr_tmp = dram_addr - 16'h4000;
    assign addr_switch = dram_addr;
    assign addr_led = dram_addr;
    assign addr_digtube = dram_addr;
    assign digtube_ena = (dram_addr == DIGTUBE_ADDR && dram_we);
    assign dram_ena = ((dram_addr[31:20] == 12'h000 || dram_addr[31:20] == 12'h001) && dram_we);
    assign led_ena = (dram_addr == LED_ADDR && dram_we);
    assign cal_res_dig = dram_wdin;
    assign cal_res_led = dram_wdin;
    assign wdata_dram = dram_wdin;
    assign bus_rdata = (dram_we == 1)? 32'b0:
                     ((dram_addr == SWITCH_ADDR)? rdata_switch_i:rdata_dram_i); 
endmodule
--- flow/constraint.sdc ---
current_design bus

set clk_period 8.5
set clk_io_pct 0.2

create_clock -name clk0 -period $clk_period

set non_clock_inputs [all_inputs -no_clocks]
set_input_delay [expr $clk_period * $clk_io_pct] -clock clk0 $non_clock_inputs
set_output_delay [expr $clk_period * $clk_io_pct] -clock clk0 [all_outputs]
--- flow/run.sh ---
#!/bin/bash
# OpenROAD 26Q1-2900-gdf79404cd8, Yosys 0.63+post, stock flow scripts
make -C /OpenROAD-flow-scripts/flow DESIGN_CONFIG=/design/flow/config.mk WORK_HOME=/design/flow/orfs finish
==> flow_summary_export.csv <==
group,metric,value,unit
setup_path,required,6.80,ns
final_layout,syn_to_final_growth,50.7,%
sta,rsz0062_at_grt,"false",
setup_path,crit_chain,"clkdlybuf4s50_1 -> nor4b_1 -> and3_1 -> buf_4 -> nand4_1 -> a21oi_1 -> clkdlybuf4s50_1",
die,num_rows,66,
clocking,cts_resized,0,
power_and_ir_drop,ir_worst_vdd,0.0211,mV
global_routing,grt_antenna_before_repair,4,
global_routing,grt_usage,6.73,%
setup_path,arrival,4.86,ns
die,fp.dieH,203,um
power_and_ir_drop,p_int,0.110,mW
yosys,yosys.area_share.simple,17.2,%
power_and_ir_drop,p_sw,0.0444,mW
die,chipArea,0.0412,mm^2
placed_design,place_congestion,0.766,
setup_path,path_common_cell,"clkdlybuf4s50_1",
yosys,avgSynthCellArea,6.77,um^2
sta,slew-limit-headroom,39.0,%
clocking,holdBufCountCts,0,
placed_design,port_buffers,260,
power_and_ir_drop,swShare,28.8,%
yosys,synth-compound-area-share,11.4,%
sta,finalSetupViolations,0,
yosys,synthAdderAreaFrac,0.871,%
die,coreArea,0.0328,mm^2
final_layout,final_layout_top_logic_cell,"clkdlybuf4s50_1",
final_layout,flop_area,0,um^2
run,max_cap_violations,0,
die,ios,487,
setup_path,critPathLaunchType,"input pin",
drt,vias,2721,
drt,ant_nets,0,
setup_path,criticalPathCategory,"input pin to output port",
sta,finalClockPeriodUsage,77.2,%
drt,drt_first_pass_iters,4,
drt,wl_per_cell,16.8,um
sta,max_freq,0.152,GHz
yosys,top_cell_area_share,62.5,%
power_and_ir_drop,p_leak,1.42,nW
run,warnings,99,
final_layout,nClkBuffers,0,
worst_hold_path,hold_class,"input pin to output port",
die,fp.dieW,203,um
setup_path,cp_num_buf_inv,3,
final_layout,fillers,3808,
setup_path,critPathMaxStageDelay,0.83,ns
setup_path,cp_top_family,"simple AND/OR/NAND/NOR gates",
yosys,ys_sh_xor,4.53,%
power_and_ir_drop,pwr_density_cell,35.6,mW/mm^2
setup_path,cp_max_fo,31,
yosys,topCombFamilyByArea,"buffers and inverters",
yosys,yosys-top-cells-area,"buf_4, nand4_1, a21oi_1",
sta,worst_pin_slew,0.902,ns
sta,period_minus_slack,6.56,ns
drt,drt-initial-drc-count,125,
sta,hold_viol_final,0,
final_layout,seq_cell_count,0,
drt,drc,0,
yosys,synth.distinct_cells,30,
setup_path,end_kind,"output port",
yosys,mux_share,0,%
run_status,outcome,"finished, final reports clean",
die,initial_core_util,8.76,%
yosys,synth_stat.cells,424,
placed_design,dp_hpwl,12700,um
yosys,syn-cell-area,0.00287,mm^2
final_layout,final_cell_mix,"clkdlybuf4s50_1, nand4_1, conb_1, a21oi_1, o21ai_0",
final_layout,layout-drive-gt1-share,3.25,%
yosys,yosysWarnings,33,
global_routing,grt_overflow,0,
final_layout,utilization,13.2,%
yosys,netlist_instances,424,
yosys,top_area_cell,"buf_4",
yosys,ys_seq_share,0,%
yosys,yosys_area,0.00287,mm^2
global_routing,first_global_vias,2827,
clocking,cts_setup_buffers,0,
drt,viasPerCell,3.00,
global_routing,grt_max_degree,35,
drt,finalWirelength,15300,um
sta,final.setup.tns,0,ns
global_routing,grt_pass1_wl,20700,um
setup_path,cpMaxStageDelayCell,"nor4b_1",
sta,final_max_slew_viol_count,0,
## per-layer routing
metal,global-route usage [%],up-vias,wire length (um)
li1,-,1244,-
met3,3.01,46,1870
met5,0,-,0
met2,11.2,210,7070
met4,1.79,0,432
met1,7.69,1221,5890
## cells in the mapped netlist, drive strengths merged
cell / number
and3b: 1
nor4: 3
and3: 2
or3: 1
o31ai: 1
buf: 246
and4b: 1
nor3: 5
nand2: 9
clkbuf: 14
xnor2: 6
or4: 5
o21ai: 32
inv: 3
ha: 2
nor2: 8
xor2: 8
nand4: 38
conb: 1
or4b: 1
a21oi: 32
or2: 2
nor4b: 3
## final cells by class
type / instances / area (um^2) / area share (%)
diodes: 4 / 10.0 / 0.231
well taps: 442 / 553 / 12.8
multi-input cells: 193 / 1110 / 25.7
repair buffers: 266 / 2640 / 61.1
inverters: 3 / 11.3 / 0.260
## through the flow
stage               area [um^2]  power (mW)  worst slack, ns  std cells  hold WS [ns]
finish                     4330       0.154             1.94        908          3.40
global route               4320       0.168             1.72        905          3.40
CTS                        4320       0.159             1.89        904          3.40
detailed placement         4320       0.158             1.93        904          3.40
global placement           4320       0.157             1.91        904          3.40
floorplan                  2990      0.0835             3.62        456          3.42
## cells by family (layout without fill, tap and decap cells)
| group | count (synthesis) | in the layout |
|---|---|---|
| compound gates | 65 | 65 |
| xor+xnor | 14 | 14 |
| fa+ha+maj | 2 | 2 |
| buf+inv | 263 | 269 |
| other cells | 1 | 37 |
| simple gates | 79 | 79 |
## power groups by stage
stage | Combinational (mW) | Clock [mW] | Sequential, mW
5_1_grt | 0.168 | 0.0000000157 | 0
4_1_cts | 0.159 | 0 | 0
## path summary, 6_finish.rpt
check,start,endpoint,slack [ns],cells past startpoint
max,dram_addr[8],bus_rdata[9],1.94,7
min,dram_wdin[12],cal_res_dig[12],3.40,0
Power and IR drop assume default switching activity.
