`/design/flow/design.v`:
```
`timescale 1ns / 1ps
module IO(
    input               clk_i,
    input               rst_n_i,
    input       [31:0]  addr_i,
    input               we_i,
    input       [31:0]  wr_data_i,
    input       [23:0]  sw_data_i,
    output      [31:0]  rd_data_o,
    output      [7:0]   lt_high_o,
    output      [15:0]  lt_low_o
    );
    wire [31:0] sw_data;
    wire [31:0] sw_high;
    wire [31:0] sw_low;
    reg [31:0] lt_high;
    reg [31:0] lt_low;
    assign sw_high = {24'h0, sw_data_i[23:16]};
    assign sw_low = {8'h0, sw_data_i[15:0]};
    assign sw_data = (addr_i[31:0] == 32'hFFFFF070) ?   sw_low : 
                     (addr_i[31:0] == 32'hFFFFF072) ?   sw_high : 
                                                        32'h0;
    assign rd_data_o = (addr_i[31:4] == 28'hFFFFF07) ?  sw_data :
                                                        32'h0;
    always @ (*) begin
        if (~rst_n_i) lt_high = 32'h0;
        else if (we_i && (addr_i[31:0] == 32'hFFFFF062)) lt_high = wr_data_i;
        else;
    end
    always @ (*) begin
        if (~rst_n_i) lt_low = 32'h0;
        else if (we_i && (addr_i[31:0] == 32'hFFFFF060)) lt_low = wr_data_i;
        else;
    end
    assign lt_high_o = lt_high[7:0];
    assign lt_low_o = lt_low[15:0];
endmodule
```
`/design/flow/run.sh`:
```
#!/bin/bash
# OpenROAD 26Q1-2900-gdf79404cd8, Yosys 0.63+post, stock flow scripts
make -C /OpenROAD-flow-scripts/flow DESIGN_CONFIG=/design/flow/config.mk WORK_HOME=/design/flow/orfs finish
```
`/design/flow/config.mk`:
```
export PLATFORM = sky130hd
export DESIGN_NAME = IO
export DESIGN_NICKNAME = IO
export VERILOG_FILES = /design/flow/design.v
export SDC_FILE = /design/flow/constraint.sdc
export NUM_CORES = 4
export LEC_CHECK = 1
export CORE_AREA = 10 10 76 76
export DIE_AREA = 0 0 86 86
```
`/design/flow/constraint.sdc`:
```
current_design IO

set clk_period 6.1
set clk_io_pct 0.2

create_clock -name clk0 -period $clk_period

set non_clock_inputs [all_inputs -no_clocks]
set_input_delay [expr $clk_period * $clk_io_pct] -clock clk0 $non_clock_inputs
set_output_delay [expr $clk_period * $clk_io_pct] -clock clk0 [all_outputs]
```
==> GITHUB_STEP_SUMMARY <==
## Implementation flow summary

| Metric | Value |
|---|---|
| Post-CTS sizing | `0` |
| Endpoints left unconstrained | `48` |
| Cells after synthesis | `113` |
| Io pins | `147` |
| DR pass1 iterations | `4` |
| Cts hold-fix bufs | `0` |
| CP Data Required Time | `4.88 ns` |
| Initial antenna violation count | `0` |
| Area added between synthesis and finish | `103.7%` |
| Number of global-route vias before repair | `1279` |
| Critical Path Sink | `rd_data_o[15]` |
| Final wirelength | `4.215 mm` |
| Final setup vio count | `0` |
| P per Cell Area | `40.79 nW/um2` |
| Post-Layout Cell Count | `269` |
| P_int | `66.65 uW` |
| First-pass GRT wire length | `6.555 mm` |
| Hold Vio Cnt, Final | `0` |
| #FFs+latches synth | `24` |
| Drt initial violations | `19` |
| Antenna diodes | `0` |
| Rel. slew slack | `44.41%` |
| Critical Path Fanout Max | `18` |
| GRT overflow | `0` |
| Sequential share of power | `13.8%` |
| Register pins left without a clock | `24` |
| Worst setup EP type | `output pin` |
| Chip area line of the yosys report | `1051 um2` |
| Critical path arrival | `3.64 ns` |
| Worst-margin pin slew | `0.8338 ns` |
| Floorplan Utilization | `25.54%` |
| Finished Cell Area | `2141 um2` |
| Drt drc | `0` |
| Largest net degree at the start of global routing | `19` |
| Leakage power | `0.0008270 uW` |
| Tcrit/Tclk final | `79.63%` |
| Post-DP Area | `2141 um2` |
| Final HPWL DP | `3.741 mm` |
| Post-Syn Area | `1051 um2` |
| CP Class | `input port to output pin` |
| RSZ-0062 raised after global routing | `no` |
| I/O Buffers | `114` |
| Setup TNS | `0 ns` |
| Avg Cell Area, Syn | `9.301 um2` |
| Vias/cell | `4.204` |
| Layout cells sized above 1 | `5.479%` |
| Max Fclk | `205.9 MHz` |
| Routed wire per std cell | `15.67 um` |
| GPL Wtd Cong | `0.7794` |
| Tot GR Track Use | `10.84%` |
| Unique masters post-synth | `24` |
| Max Cap Viol | `0` |
| Die Wd | `86 um` |
| Slew Limit Fails | `0` |
| Row count | `23` |
| Yosys warns | `1` |
| Vias | `1131` |
| Yosys Instances | `113` |
| Fin crit period | `4.857 ns` |
| Crit. Startpoint | `addr_i[7]` |
| CP Launch Type | `input port` |
| CORE AREA | `4115 um2` |
| Hold crit path type | `input port to output pin` |
| Die area | `7396 um2` |
| Part of the power in combinational logic | `86.2%` |
| Placed cell count | `269` |
| Switching Share | `23.67%` |
| Status | `finished, final reports clean` |
| Number of post-CTS setup repair buffers | `0` |
| Tot Pwr | `87.32 uW` |
| Psw | `20.67 uW` |
| Worst VDD drop | `0.01867 mV` |
| Tool Warnings | `49` |
| Remaining antenna violation count after routing | `0` |
| Clk pwr share | `0%` |
| Die Ht | `86 um` |
| Final Core Density | `52.02%` |
[worst min-delay path by stage]
stage	from	to	slack [ns]	depth (start not counted)
after CTS	sw_data_i[12]	rd_data_o[12]	3.34	4
after global routing	sw_data_i[14]	rd_data_o[14]	3.38	4
final	sw_data_i[12]	rd_data_o[12]	3.33	4
[cells in the final DEF (no fill, tap or decap)]
cell type	n
or4_4	1
inv_1	5
nand2b_1	6
nor4_4	1
o31a_2	1
and2_1	16
clkdlybuf4s50_1	114
nand2_1	2
nand4b_1	2
or4_1	1
nor4_1	6
nand4_1	3
dlxtn_1	24
mux2i_1	8
conb_1	16
nand4bb_1	1
nor2_1	1
o41a_1	1
or4b_1	1
nor4_2	9
[critical path, cell delays in order]
cell and delay [ns]:
clkdlybuf4s50_1 0.39, or4b_1 0.51, or4_4 0.68, nor4_1 0.30, clkdlybuf4s50_1 0.53
[through the flow]
step           hold slack [ns]  setup slack [ns]
4_1_cts                  3.336             1.223
3_5_place_dp             3.326             1.231
6_report                 3.331             1.243
5_1_grt                  3.380             1.053
2_1_floorplan            2.496             2.199
3_3_place_gp             3.339             1.260
[power groups by stage]
| stage | Sequential [uW] | Combinational [uW] | Clock, uW |
|---|---|---|---|
| 4_1_cts | 12.1 | 76.9 | 0 |
| 5_1_grt | 12.4 | 82.7 | 0 |
| 6_report | 12.1 | 75.2 | 0 |
[metal layers]
layer / global-route usage [%] / vias up / wire, um
met3: 4.957 / 0 / 467
met5: 0 / - / 0
met4: 0 / 0 / 0
met1: 12.58 / 482 / 1594
li1: - / 577 / -
met2: 18.93 / 72 / 2153
[synth_stat cells]
master | count | share of area, %
dlxtn_1 | 24 | 34
and2_1 | 16 | 9.5
buf_4 | 16 | 11
nor4_2 | 9 | 11
mux2i_1 | 8 | 7.6
nand2b_1 | 6 | 3.6
nor4_1 | 6 | 3.6
inv_1 | 5 | 1.8
clkbuf_1 | 4 | 1.4
nand4_1 | 3 | 1.8
nand2_1 | 2 | 0.71
nand4b_1 | 2 | 1.7
buf_1 | 1 | 0.36
buf_12 | 1 | 1.9
buf_6 | 1 | 1.1
conb_1 | 1 | 0.36
nand4bb_1 | 1 | 1.1
nor2_1 | 1 | 0.36
nor4_4 | 1 | 2.0
o31a_2 | 1 | 0.95
o41a_1 | 1 | 1.1
or4_1 | 1 | 0.71
or4_4 | 1 | 1.1
or4b_1 | 1 | 0.95
[logic make-up after synthesis]
family	Yosys count	synth area share, %
AND/OR/NAND/NOR	50	37.74
buffers and inverters	28	17.98
latches	24	34.29
multiplexers	8	7.619
AND-OR/OR-AND	2	2.024
other	1	0.3568
[state kept, by name (all words and copies together) (netlist names)]
register  cells
lt_high       8
lt_low       16
[final cells by class]
| class | instances | area, um2 |
|---|---|---|
| Timing Repair Buffer | 114 | 1141 |
| Tap cell | 50 | 62.56 |
| Multi-Input combinational cell | 76 | 558.0 |
| Inverter | 5 | 18.77 |
| Sequential cell | 24 | 360.3 |
| Fill cell | 380 | 1974 |
Power is estimated from default activity; no workload was simulated.
